==> /design/flow/design.v <==
`timescale 1ns / 1ps
module phase_inc_sm(
    input clk,
    input reset,
    output reg m_axis_phase_tvalid,
    output reg m_axis_phase_tlast,
    input m_axis_phase_tready,
    output reg [31:0] m_axis_phase_tdata
    );
    wire [31:0] carrier_freq_100k;
    wire [31:0] carrier_period_100k;    
    wire [31:0] carrier_freq_200k;
    wire [31:0] carrier_period_200k;
    wire [31:0] carrier_freq_500k;
    wire [31:0] carrier_period_500k; 
    wire [31:0] carrier_freq_750k;
    wire [31:0] carrier_period_750k; 
    wire [31:0] carrier_freq_1m;
    wire [31:0] carrier_period_1m;    
    wire [31:0] carrier_freq_10m;
    wire [31:0] carrier_period_10m;
    wire [31:0] carrier_freq_20m;
    wire [31:0] carrier_period_20m; 
    wire [31:0] carrier_freq_45m;
    wire [31:0] carrier_period_45m;
    wire [31:0] carrier_freq_50m;
    wire [31:0] carrier_period_50m; 
    reg [31:0] carrier_freq;
    reg [31:0] carrier_period;           
    assign carrier_freq_100k = 32'h83126;   
    assign carrier_period_100k = 32'd1000;       
    assign carrier_freq_200k = 32'h10624D;  
    assign carrier_period_200k = 32'd500;
    assign carrier_freq_500k = 32'h28F5C2;  
    assign carrier_period_500k = 32'd200;
    assign carrier_freq_750k = 32'h3D70A3;  
    assign carrier_period_750k = 32'd133;
    assign carrier_freq_1m = 32'h51EB85;  
    assign carrier_period_1m = 32'd100; 
    assign carrier_freq_10m = 32'h3333333;  
    assign carrier_period_10m = 32'd10; 
    assign carrier_freq_20m = 32'h6666666;  
    assign carrier_period_20m = 32'd5;
    assign carrier_freq_45m = 32'hE666666;  
    assign carrier_period_45m = 32'd3;
    assign carrier_freq_50m = 32'h10000000;  
    assign carrier_period_50m = 32'd2;
    reg [2:0] state_reg;
    reg [31:0] period_wait_cnt;
    reg [3:0] cycle_cnt;
    parameter init               = 3'd0;
    parameter SetCarrierFreq     = 3'd1;
    parameter SetTvalidHigh      = 3'd2;
    parameter SetSlavePhaseValue = 3'd3;
    parameter CheckTready        = 3'd4;
    parameter WaitState          = 3'd5;   
    parameter SetTlastHigh       = 3'd6;
    parameter SetTlastLow        = 3'd7;
    initial 
        begin
            state_reg = 3'd0;
            m_axis_phase_tlast = 1'b0;
            m_axis_phase_tvalid = 1'b0;
            m_axis_phase_tdata = 32'd0;
        end
    always @ (posedge clk)
        begin                    
            if (reset == 1'b0)
                begin
                    m_axis_phase_tdata[31:0] <= 32'd0;
                    m_axis_phase_tlast <= 1'b0;
                    m_axis_phase_tvalid <= 1'b0;
                    cycle_cnt <= 4'd0;
                    state_reg <= init;
                end
            else
                begin
                    case(state_reg)
                        init :  
                            begin
                                cycle_cnt <= 4'd0;
                                period_wait_cnt <= 32'd0;
                                m_axis_phase_tlast <= 1'b0;
                                m_axis_phase_tvalid <= 1'b0;
                                carrier_freq <= carrier_freq_1m;
                                state_reg <= SetCarrierFreq; 
                            end
                        SetCarrierFreq :  
                            begin         
                                if (carrier_freq > carrier_freq_20m)
                                    begin
                                        carrier_freq <= carrier_freq_1m;
                                    end
                                else
                                    begin
                                        carrier_freq <= carrier_freq + carrier_freq_1m;
                                    end
                                carrier_period <= carrier_period_1m;
                                state_reg <= SetTvalidHigh;
                            end
                        SetTvalidHigh :  
                            begin
                                m_axis_phase_tvalid <= 1'b1;  
                                state_reg <= SetSlavePhaseValue;
                            end
                        SetSlavePhaseValue :  
                            begin
                                m_axis_phase_tdata[31:0] <= carrier_freq;
                                state_reg <= CheckTready;
                            end
                        CheckTready :  
                            begin
                                if (m_axis_phase_tready == 1'b1)
                                    begin
                                        state_reg <= WaitState;
                                    end
                                else    
                                    begin
                                        state_reg <= CheckTready;
                                    end
                            end
                        WaitState :  
                            begin
                                if (period_wait_cnt >= carrier_period)
                                    begin
                                        period_wait_cnt <= 32'd0; 
                                        state_reg <= SetTlastHigh;
                                    end
                                else
                                    begin
                                        period_wait_cnt <= period_wait_cnt + 1;
                                        state_reg <= WaitState;
                                    end
                            end
                        SetTlastHigh :  
                            begin
                                m_axis_phase_tlast <= 1'b1;
                                state_reg <= SetTlastLow;
                            end
                        SetTlastLow :  
                            begin
                                m_axis_phase_tlast <= 1'b0;
                                state_reg <= SetCarrierFreq; 
                            end
                    endcase 
                end
        end
endmodule
==> /design/flow/run.sh <==
#!/bin/bash
# OpenROAD 26Q1-2900-gdf79404cd8, Yosys 0.63+post, stock flow scripts
make -C /OpenROAD-flow-scripts/flow DESIGN_CONFIG=/design/flow/config.mk WORK_HOME=/design/flow/orfs finish
==> /design/flow/config.mk <==
export PLATFORM = sky130hd
export DESIGN_NAME = phase_inc_sm
export DESIGN_NICKNAME = phase_inc_sm
export VERILOG_FILES = /design/flow/design.v
export SDC_FILE = /design/flow/constraint.sdc
export NUM_CORES = 4
export LEC_CHECK = 1
export CORE_UTILIZATION = 50
==> /design/flow/constraint.sdc <==
current_design phase_inc_sm

set clk_period 4.2
set clk_io_pct 0.2

create_clock -name clk0 -period $clk_period [get_ports {clk}]

set non_clock_inputs [all_inputs -no_clocks]
set_input_delay [expr $clk_period * $clk_io_pct] -clock clk0 $non_clock_inputs
set_output_delay [expr $clk_period * $clk_io_pct] -clock clk0 [all_outputs]
==> run notes <==
fresh numbers from the pnr run: crit path max fanout 11, Req. time, crit path 4300 ps, Logic pwr share 9.4%, Non-Filler Instances 580, Tot GR Track Use 20.3%, ys async rst share 0%, ao+oa area frac 12.3%, YS chip area 4430 um2, post-synth top area cell edfxtp_1, HPWL Detailed 5470 um, Top Layout Cells 94 x nand2_1, 64 x edfxtp_1, 37 x dfxtp_1, buffers and inverters on the worst path 0, Pleak 1.71 nW, Num CTS Buffers 9, MaxCap Viol Count 0, number of vias per cell 5.14, drt first pass iters 4, Final Max Slew Viols 0, max_slew headroom 58.0%, Post-CTS Resized 0, Simple-Gate Area Share 18.3%, vias in the first global route 2721, Cell Int Power 1.45 mW, crit path kind reg2reg, Sw Pwr 0.527 mW, Synth area leaders edfxtp_1 43%, dfxtp_1 17%, nand2_1 8.0%, a21boi_0 5.8%, nor2_1 3.1%, Post-CTS Setup Bufs 0, flops & latches, synth 101, CTS tree yes, Synth Seq Share 60.1%, nature of the critical path startpoint flop, Gate Area 1740 um2, routed vias 2979, WP data arrival 2570 ps, sequential share of power 60.6%, Final Critical Period 2470 ps, Adder Area Share 1.13%, Crit. End Element flop, XORs/XNORs by Area 4.75%, clock slew at reported path FFs 100 ps, full die area 9230 um2, leading registers by flop count carrier_freq: 32 flops, m_axis_phase_tdata: 32 flops, period_wait_cnt: 32 flops, share of power burned in the clock network 30.0%, mux share 0.226%, DRT Wirelength 8190 um, main flop type edfxtp_1, Cell Chain, Critical Path a311oi_2, nor2_1, o311ai_0, o21a_1, o2111a_1, nand3_1, number of H-tree levels 3, delay-heaviest family, CP AND-OR/OR-AND gates, worst skew pair latency 370 ps, Slew @ Worst Pin 624 ps, Syn Inst Count 413, maximum clock frequency 405 MHz, Synth Area per Inst 10.7 um2, port bufs 36, Ant. Diodes 0, main logic family after synthesis simple AND/OR/NAND/NOR gates, DRC viols 0, FP Rows 33, number of cells in Yosys stat 413, drt wl/cell 14.1 um, IO Pins 37, slowest stage cell, crit path o2111a_1, hold crit path type reg2reg, Layout area overhead 16.3%, root buffer cell clkbuf_8, outcome finished, final reports clean, placed insts 564, fp util 52.8%, pin count of the biggest net entering global routing 39, Chip Width 96.1 um, Max-area cell share 43.4%, Sequential Area 2660 um2, setup_tns 0 ps, ratio of cells with drive above 1 in the final layout 6.95%, grt ovf 0, synth warn 1, CTS sink count 101, GP Congestion 0.845, initial antenna violation count 0, final hold vios 0, chip height 96.1 um, RSZ-0062 raised after global routing false, fill count 702, core area 8380 um2, Iteration-0 DRC Markers 123, Detail Route Antenna Nets 0, Cell Pwr Density 384 nW/um2, Peak VDD IR 182 uV, hold-fix buffers at CTS 0, cycle use final 58.8%, most numerous logic cell after layout nand2_1, sw frac 26.6%, Max clock buf depth 2, tool warnings 29, synth unique cells 51, Worst Clk Skew 11.7 ps, first-pass GRT wire length 13400 um, Final setup viols 0, Post-synth EDFFs 64, cell area after synthesis 4430 um2, Max stage delay on crit path 520 ps
==> worst reg2reg max path, stage by stage (launching register included) <==
cell and delay [ps]:
edfxtp_1 510, a311oi_2 290, nor2_1 60, o311ai_0 450, o21a_1 260, o2111a_1 520
nand3_1 120
==> routing by layer <==
layer  up-vias  routed length (um)  GRT usage (%)
li1       1531                   -              -
met1      1352                4180           36.2
met2        85                3440           28.8
met3        11                 455           4.10
met4         0                 125           2.36
met5         -                   0              0
==> power groups by stage <==
stage | Sequential (mW) | Clock (mW) | Combinational [mW]
after CTS | 1.20 | 0.611 | 0.191
after global routing | 1.21 | 0.652 | 0.213
final | 1.20 | 0.593 | 0.187
==> layout make-up <==
type / instances / share of cell area (%)
Clock buffer: 9 / 2.41
Clock inverter: 7 / 1.31
Inverter: 6 / 0.437
Multi-Input combinational cell: 311 / 33.9
Sequential cell: 101 / 51.7
Tap cell: 105 / 2.55
Timing Repair Buffer: 41 / 7.73
==> cell families (layout without fill, tap and decap cells) <==
group	after synthesis	after routing
AND/OR/NAND/NOR	178	178
other	1	30
AND-OR/OR-AND	74	74
XOR/XNOR	24	24
flip-flops	101	101
adder cells (fa/ha/maj)	4	4
multiplexers	1	1
buffers and inverters	30	63
==> path summary, 6_finish.rpt <==
| kind | from | endpoint | slack [ps] | cells past startpoint |
|---|---|---|---|---|
| setup reg to reg | carrier_freq[18] | carrier_freq[16] | 1730 | 6 |
| hold / removal | m_axis_phase_tdata[18] | m_axis_phase_tdata[18] | 460 | 2 |
| setup / recovery | carrier_freq[18] | carrier_freq[16] | 1730 | 6 |
| hold reg to reg | m_axis_phase_tdata[18] | m_axis_phase_tdata[18] | 460 | 2 |
==> through the flow <==
step / total power [mW] / util (%) / cell area (um2) / hold slack (ps) / setup slack, ps
after detailed placement: 1.41 / 59.2 / 4960 / 456 / 1600
after global routing: 2.08 / 61.4 / 5150 / 491 / 1650
final: 1.98 / 61.4 / 5150 / 465 / 1730
after floorplan: 1.33 / - / 4540 / 429 / 1030
after CTS: 2.00 / 61.4 / 5150 / 470 / 1770
after global placement: 1.41 / 59.2 / 4960 / 450 / 1600
==> cells in the mapped netlist, types with 2 or more instances <==
cell and number:
o211ai_1 3, a211oi_1 4, ha_1 4, dfxtp_1 37, o21a_1 3, edfxtp_1 64, nor3_1 4, nand2b_1 2
nand4_1 5, nand3_1 6, xor2_1 10, buf_6 2, a21oi_1 13, nor2_1 37, nand3b_1 3, a31oi_1 2
a21boi_0 34, and3_1 3, clkbuf_1 15, inv_1 6, xnor2_1 14, nor2b_1 2, o21ai_0 5, nor3b_1 3
nand2_1 94, buf_2 5, nor4_1 9
Power figures rest on the tool's default switching activity, not on a simulated workload.
